==> flow/design.v <==
module uart_rx (
  input clk_50M, rx,
  output reg [7:0] rx_msg,
  output reg rx_complete
);
initial begin
rx_msg = 0; rx_complete = 0;
end
  parameter BAUD_RATE = 115200;
  parameter CLK_FREQ = 50000000;
  parameter BIT_CYCLES = CLK_FREQ / BAUD_RATE;
  reg [23:0] bit_counter;          
  reg [2:0] state;                
  reg [7:0] received_data;        
  reg [5:0] current_bit_counter;  
  localparam START_BIT = 3'b000;
  localparam DATA_BITS = 3'b001;
  localparam STOP_BIT = 3'b010;
  initial begin
    state <= START_BIT;
    bit_counter <= 23'b0;
    rx_msg <= 8'b0;
    rx_complete <= 0;
    received_data <= 8'b0;
    current_bit_counter <= 3'b0;
  end
  always @(posedge clk_50M) begin
    case (state)
      START_BIT: begin
		if(bit_counter == 23'b1) begin rx_complete <= 0; end
        bit_counter <= bit_counter + 1;
        if (bit_counter == BIT_CYCLES ) begin
          bit_counter <= 23'b0;
          state <= DATA_BITS;
        end
      end
      DATA_BITS: begin
        bit_counter <= bit_counter + 1;
		  if(bit_counter == 23'b0) begin received_data[7-current_bit_counter] <= rx; end
        if (bit_counter == BIT_CYCLES - 1) begin
			bit_counter <= 23'b0;
          current_bit_counter <= current_bit_counter + 1;
          if (current_bit_counter == 7) begin
            state <= STOP_BIT;
				bit_counter <= 23'b0;
				current_bit_counter <= 0;
          end
        end
      end
      STOP_BIT: begin
        bit_counter <= bit_counter + 1;
        if (bit_counter == BIT_CYCLES - 2) begin
          rx_msg <= received_data;
				received_data <= 8'b0;
          rx_complete <= 1;
          state <= START_BIT;
			 bit_counter <= 23'b0;
        end
      end
    endcase
  end
endmodule
==> flow/run.sh <==
#!/bin/bash
# OpenROAD 26Q1-2900-gdf79404cd8, Yosys 0.63+post, stock flow scripts
make -C /OpenROAD-flow-scripts/flow DESIGN_CONFIG=/design/flow/config.mk WORK_HOME=/design/flow/orfs finish
==> flow/config.mk <==
export PLATFORM = sky130hd
export DESIGN_NAME = uart_rx
export DESIGN_NICKNAME = uart_rx
export VERILOG_FILES = /design/flow/design.v
export SDC_FILE = /design/flow/constraint.sdc
export NUM_CORES = 4
export LEC_CHECK = 1
export CORE_UTILIZATION = 30
==> flow/constraint.sdc <==
current_design uart_rx

set clk_period 4.6
set clk_io_pct 0.2

create_clock -name clk0 -period $clk_period [get_ports {clk_50M}]

set non_clock_inputs [all_inputs -no_clocks]
set_input_delay [expr $clk_period * $clk_io_pct] -clock clk0 $non_clock_inputs
set_output_delay [expr $clk_period * $clk_io_pct] -clock clk0 [all_outputs]
==> run summary <==
yosys + openroad results -> number of global-route vias before repair between 2000 and 2500, Core Util at FP 30.9%, Final setup viols 0, area of the core 10300 um^2, Yosys Warn Count 1, Final WS setup 0.957 ns, antenna violations before repair 0, setup TNS 0 ns, DRC marker count from the first detailed-route iteration ~100, antenna-violating nets left 0, Mapped Cells between 300 and 400, row cnt 37, Clock Latency Late Sink 0.30 ns, HP Start received_data[3], final worst-path cycle share 79.2%, max frequency roughly 270 MHz, Top cell area share 46.2%, # hold bufs at CTS 0, ys flops around 49, die height 105 um, Final min period roughly 3.6 ns, GRT Total Usage 11.0%, DIE AREA 11000 um^2, Placed Area 3400 um^2, clock-pin slew on the worst setup and hold paths 0.09 ns, Resized cells post-CTS 0, first-pass GRT wire length 9.78 mm, distinct lib cells 49, Startpoint Class flip-flop, EDFF count, synth 49, CTS tree yes, Die W 105 um, RSZ-0062 raised after global routing false, Worst IR Drop VDD 0.000185 V, Worst-Margin Slew 0.690 ns, dpl ws between 0.9 and 1 ns, CP Capture Type flip-flop, register area share after synthesis 46.2%, layout cells sized above 1 6.94%, Design Power 844 uW, total grt overflow 0, IO Count 11, Layout Cells excl Fill 453, ys cells around 300, Detail Placement HPWL 3.99 mm, Num CTS Buffers 5, clk_skew 0.00683 ns, Pins Over Slew Limit 0, fill count 991, setup repair bufs after CTS 0, Cells after DPL 445, Root Driver clkbuf_8, most numerous cell in the Yosys netlist edfxtp_1, Inserted Diodes 0, port bufs 10, Worst slew margin 52.8%, H-tree depth 2, critical path arrival ~3.8 ns, drt drc 0, GP Congestion 0.862, critical path class reg2reg, synthesized area 3190 um^2, tally of OpenROAD warnings 34, Via Count ~2200, Leakage approximately 1.2 nW, Area Growth Syn to Fin 11.0%, HP Class reg2reg, Sink Count 49, top cells by count, synth edfxtp_1, nor2_1, ha_1, YS chip area 3190 um^2, Pre-antenna DRT Iters 4, Top cells by area edfxtp_1, ha_1, xnor2_1, final instance area around 3500 um^2, Hold Violations, Final 0, clk buf depth 2, wire per inst 12.3 um, Util after Layout 34.3%, CP required 4.76 ns, final WL 5.55 mm, Hold WS 0.456 ns, Critical Path Start current_bit_counter[3], worst-path fanout max 11, Avg Cell Area, Syn 10.3 um^2, Reg-to-Reg Start current_bit_counter[3], dominant synthesized flop cell edfxtp_1, Cell Pwr Density 239 nW/um^2, via/cell ratio 4.92, Max-Cap Viols 0, status complete, no violations, Synth area leader edfxtp_1, Async S/R FF share, synth 0%, largest net degree at the start of global routing 25
cells by family (layout without fill, tap and decap cells):
group,count (synthesis),in the layout,synth area share [%]
buffers and inverters,35,43,5.15
flip-flops,49,49,46.2
multiplexers,4,4,1.30
AND-OR/OR-AND,29,29,5.46
adder cells (fa/ha/maj),22,22,8.64
XOR/XNOR,26,26,7.15
AND/OR/NAND/NOR,144,144,26.1
metal layers:
metal	part of all wire (%)	routed length [um]	track usage [%]	vias up
met5	0	0	0	-
met4	1.4	78	1.21	0
met3	3.5	195	2.22	7
met2	43	2360	16.5	39
met1	53	2920	17.7	1029
li1	-	-	-	1153
worst paths after layout:
kind / endpoint / slack [ns] / depth (start not counted)
max: received_data[4] / 0.96 / 11
min: rx_msg[3] / 0.46 / 0
max reg2reg: received_data[4] / 0.96 / 11
min reg2reg: rx_msg[3] / 0.46 / 0
registers in the layout, indices dropped and copies added, names as in the netlist:
signal               cells
bit_counter             24
received_data            8
rx_msg                   8
current_bit_counter      6
state                    2
rx_complete              1
final cells by class:
cell class                 instances  area, um^2  share of cell area (%)
inverter                          22        87.6                    2.48
clock inverter                     3        65.1                    1.84
clock buffer                       5        68.8                    1.95
timing repair buffer              13         123                    3.47
tap                              136         170                    4.81
sequential                        49        1470                    41.6
multi-input combinational        225        1550                    43.8
power breakdown:
part | switching, mW | internal [mW] | total [mW]
combinational | 0.00128 | 0.00126 | 0.00254
clock | 0.142 | 0.216 | 0.358
sequential | 0 | 0.483 | 0.483
cell usage in the layout (no fill, tap or decap), types with 10 or more instances in the layout:
| cell type | instances |
|---|---|
| nor2_1 | 28 |
| clkdlybuf4s50_1 | 10 |
| nand2_1 | 12 |
| nand4_1 | 17 |
| nand3_1 | 15 |
| ha_1 | 22 |
| inv_1 | 21 |
| nor3_1 | 17 |
| xnor2_1 | 20 |
| edfxtp_1 | 49 |
| a21oi_1 | 11 |
worst max-delay path: stages (launching register included):
cell      delay [ns]
edfxtp_1        0.52
inv_1           0.13
ha_1            0.22
ha_1            0.39
or3_1           0.41
or2_2           0.30
ha_1            0.29
and4b_1         0.26
and4_1          0.36
nand4_2         0.13
or3b_1          0.36
a21oi_1         0.14
Power figures rest on the tool's default switching activity, not on a simulated workload.
